## /design/flow/run.sh

```bash
#!/bin/bash
# OpenROAD 26Q1-2900-gdf79404cd8, Yosys 0.63+post, stock flow scripts
make -C /OpenROAD-flow-scripts/flow DESIGN_CONFIG=/design/flow/config.mk WORK_HOME=/design/flow/orfs finish
```

## /design/flow/constraint.sdc

```tcl
current_design TrajAdder

set clk_period 11.4
set clk_io_pct 0.2

create_clock -name clk0 -period $clk_period [get_ports {i_clk}]

set non_clock_inputs [all_inputs -no_clocks]
set_input_delay [expr $clk_period * $clk_io_pct] -clock clk0 $non_clock_inputs
set_output_delay [expr $clk_period * $clk_io_pct] -clock clk0 [all_outputs]
```

## /design/flow/design.v

```verilog
module TrajAdder (
  input  i_clk,
  input  i_rst_n,
  input  [29:0] i_color,
  input  [ 9:0] i_h,
  input  [ 9:0] i_v,
  input  i_rendering,
  input  [ 9:0] i_pointH,
  input  [ 9:0] i_pointV,
  input  i_pointVAL,
  output [29:0] o_color
);
  localparam lineWidth = 2;
  reg [29:0] trajColor;
  reg [ 9:0] pointH;
  reg [ 9:0] pointV;
  wire isTrajectory;
  assign isTrajectory = ((i_h >= pointH - lineWidth && i_h <= pointH + lineWidth && 
                         i_v >= pointV - lineWidth && i_v <= pointV + 64 + lineWidth)) || 
                         ((i_h >= pointH + 64 - lineWidth && i_h <= pointH + 64 + lineWidth && 
                         i_v >= pointV - lineWidth && i_v <= pointV + 64 + lineWidth)) ||
                         ((i_h >= pointH - lineWidth && i_h <= pointH + 64 + lineWidth && 
                         i_v >= pointV - lineWidth && i_v <= pointV + lineWidth)) || 
                         ((i_h >= pointH - lineWidth && i_h <= pointH + 64 + lineWidth && 
                         i_v >= pointV + 64 - lineWidth && i_v <= pointV + 64 + lineWidth));
  assign o_color = (!i_rendering) ? i_color:
                   (!isTrajectory)? i_color: trajColor;
  always@(posedge i_clk or negedge i_rst_n) begin
    if(!i_rst_n) begin
      trajColor <= {10'd0, 8'd200, 12'd0};
      pointH <= {10{1'd1}};
      pointV <= {10{1'd1}};
    end
    else begin
      trajColor <= trajColor;
      pointH <= pointH;
      pointV <= pointV;
      if (i_pointVAL) begin
        pointH <= i_pointH;
        pointV <= i_pointV;
      end
    end
  end
endmodule
```

## /design/flow/config.mk

```make
export PLATFORM = sky130hd
export DESIGN_NAME = TrajAdder
export DESIGN_NICKNAME = TrajAdder
export VERILOG_FILES = /design/flow/design.v
export SDC_FILE = /design/flow/constraint.sdc
export NUM_CORES = 4
export LEC_CHECK = 1
export CORE_UTILIZATION = 40
```

==> results.py <==
# Physical implementation metrics
metrics = {
    "timing": {
        "clock.fmax_ghz": 0.130,
        "slew_violations": 0,
        "layout_min_cycle_time_ps": 7710,
        "slew_headroom_pct": 65.5,
        "finalSetupTns_ps": 0,
        "fin_ws_ps": 3690,
        "hold_viol": 0,
        "fin_crit_sh_pct": 67.7,
        "setup_viol": 0,
        "rsz0062_at_grt": "false",
        "skew_ps": 0,
        "tightestPinTransition_ps": 517,
    },
    "yosys": {
        "ys_area_um2": 3330,
        "yosysTopAreaCell": "ha_1",
        "syn_avg_cell_area_um2": 8.19,
        "edf_count": 0,
        "synth_cell_types": 48,
        "top_cells_by_area": "ha_1 25%, dfstp_2 16%, xnor2_1 7.6%",
        "ys_cells": 407,
        "synth_flops": 20,
        "yosysWarnings": 1,
        "syn_inst": 407,
        "synthFlopType": "dfstp_2",
        "netlist_area_um2": 3330,
        "synth.top_cell.area_share_pct": 24.8,
        "synthArstFlopShare_pct": 100,
        "yosys.stat.seqShare_pct": 15.8,
    },
    "die": {
        "die_area_um2": 8700,
        "fp_util_pct": 42.2,
        "die-width_um": 93.3,
        "core-area_um2": 7890,
        "io_pins": 104,
        "die_h_um": 93.3,
        "row_count": 32,
    },
    "min_path": {
        "hold_class": "reg -> reg",
    },
    "global_route": {
        "grt_use_met3_pct": 1.65,
        "met1_usage_pct": 30.4,
        "use_met2_pct": 36.3,
        "grt-busiest-layer": "met2",
        "antenna_found_initial": 0,
        "grt_util_all_layers_pct": 21.0,
        "grt_pass1_wl_um": 14600,
        "overflow": 0,
        "grt_max_degree": 31,
        "grt_pass1_vias": 3045,
    },
    "layout": {
        "area_growth_pct": 34.2,
        "fill_cells": 724,
        "drive_gt1_share_pct": 9.27,
        "stdcell_count": 598,
    },
    "clocking": {
        "clockRootBuffer": "clkbuf_8",
        "holdBufCountCts": 0,
        "cts_setup_buffers": 0,
        "cts_buffers": 3,
        "cts_htree_levels": 1,
        "cts_resized": 0,
        "cts_tree": "yes",
        "cts_max_path_buffers": 2,
        "cts.sinks": 20,
        "insertion_delay_ps": 250,
        "clk_pin_slew_worst_paths_ps": 70,
    },
    "critical_path": {
        "worstPathArrival_ps": 5430,
        "critPathKind": "in -> out",
        "crit_chain": "clkdlybuf4s50_1, inv_1, ha_1, nand2b_1, a21oi_1, o21ai_0, or4b_2, a21oi_1, o21a_1, buf_4, or3_1, clkdlybuf4s50_1",
        "path_buffers": 4,
        "endpoint_kind": "output port",
        "crit_fanout": 30,
        "path_delay_family": "buffers and inverters",
        "crit_required_ps": 9120,
        "cpPeakStageDelay_ps": 640,
        "slowest_stage": "or4b_2",
        "cp-start-kind": "input pin",
    },
    "pwr": {
        "cellLeakagePower_nw": 1.81,
        "vdd_drop_max_mv": 0.0809,
        "p_per_area_nw_per_um2": 83.8,
        "p_total_w": 0.000375,
    },
    "drt": {
        "drtIter0Drc": 76,
        "drt-vias-per-instance": 5.25,
        "drt-wirelength-per-cell_um": 14.4,
        "wirelength_um": 8630,
        "num_vias": 3139,
        "antenna_cells": 0,
        "first_pass_iters": 4,
        "drc": 0,
        "postRouteAntennaNets": 0,
    },
    "run": {
        "max_cap_viol_count": 0,
        "tool_warnings": 35,
    },
    "placement": {
        "port_buffers": 103,
        "finalWeightedCongestion": 0.857,
        "dp_slack_ps": 3660,
        "dpl.cell_count": 594,
        "dp_hpwl_um": 7080,
    },
    "run_status": {
        "status": "finished, final reports clean",
    },
}
final timing paths:
check	start	to	slack, ps	cells after the start
min in group asynchronous	i_rst_n	pointH[4]	2600	2
hold / removal	pointV[2]	pointV[2]	540	2
max in group asynchronous	i_rst_n	pointH[8]	8780	2
setup / recovery	i_v[0]	o_color[15]	3690	12
setup reg to reg	pointH[6]	pointH[6]	10200	2
hold reg to reg	pointV[2]	pointV[2]	540	2
flip-flops by register name, indices dropped and copies added (netlist names):
signal	cells
pointV	10
pointH	10
synth_stat cells (all sizes together), types with 6 or more instances:
| cell | count |
|---|---|
| inv | 24 |
| nor3 | 9 |
| nand3 | 15 |
| nor2 | 28 |
| nand4 | 7 |
| xor2 | 14 |
| o21ai | 24 |
| nand2 | 27 |
| clkbuf | 12 |
| mux2 | 12 |
| ha | 66 |
| nor3b | 28 |
| a21oi | 16 |
| buf | 10 |
| dfstp | 20 |
| nand2b | 6 |
| or3 | 6 |
| xnor2 | 29 |
final cells by class:
type | instances | area (µm²) | share of cell area, %
sequential | 20 | 526 | 11.8
inverter | 25 | 93.8 | 2.10
timing repair buffer | 107 | 1060 | 23.7
multi-input combinational | 340 | 2610 | 58.3
clock buffer | 4 | 55.1 | 1.23
tap | 102 | 128 | 2.85
placed cells by master (no fill, tap or decap), types with 2 or more instances in the layout:
master	synthesis	layout
a2111oi_0	2	2
a211oi_1	5	5
a21o_1	5	5
a21oi_1	16	16
a31oi_1	3	3
buf_4	0	4
clkbuf_8	0	4
clkdlybuf4s50_1	0	103
dfstp_2	20	20
ha_1	66	66
inv_1	24	24
mux2_2	12	12
nand2_1	27	27
nand2b_1	6	6
nand3_1	15	15
nand3b_1	3	3
nand4_1	7	7
nor2_1	28	28
nor3_1	9	9
nor3b_1	28	28
nor4_1	5	5
o21a_1	5	5
o21ai_0	24	24
o31ai_1	2	2
or2_2	3	3
or3_1	6	6
or4_1	2	2
or4b_4	2	2
xnor2_1	29	29
xor2_1	14	14
through the flow:
| step | hold WS, ps | instance area, µm² | utilization [%] |
|---|---|---|---|
| 6_report | 541 | 4470 | 56.7 |
| 5_1_grt | 574 | 4470 | 56.7 |
| 4_1_cts | 543 | 4470 | 56.7 |
| 3_5_place_dp | 527 | 4420 | 56.0 |
| 3_3_place_gp | 527 | 4420 | 56.0 |
| 2_1_floorplan | 504 | 3330 | - |
routing by layer:
metal / wire (µm) / up-vias
met5: 0 / -
met4: 34 / 0
met3: 288 / 4
met2: 4130 / 57
met1: 4180 / 1437
li1: - / 1641
logic make-up (layout without fill, tap and decap cells):
family                     Yosys count  in the layout  synth area share, %
and+or+nand+nor                    148            148                 25.0
AOI/OAI and AO/OA                   71             71                 13.2
adders and majority gates           66             66                 24.8
buffers and inverters               47            136                 5.93
xor gates and xnor gates            43             43                 11.3
DFF                                 20             20                 15.8
muxes                               12             12                 4.06
report_power, final:
group	leakage (nW)	internal, W	switching (W)	total, W
clock	0.0288	0.0000307	0.0000230	0.0000537
combinational	1.57	0.000124	0.0000965	0.000221
sequential	0.210	0.0000837	0.0000166	0.000100
total	1.81	0.000239	0.000136	0.000375
tightest hold or removal path, stage by stage (launching register included):
cell,delay [ps]
dfstp_2,390
inv_1,60
o21ai_0,80
Power figures rest on the tool's default switching activity, not on a simulated workload.
