==> flow/design.v <==
module I2cInitializer (
  input i_rst_n,
  input i_clk,
  input i_start,
  output o_finished,
  output o_sclk,
  inout io_sdat,
  output o_oen
);
localparam data_bytes = 30;
localparam [data_bytes * 8-1: 0] setup_data = {
    24'b00110100_000_0000_0_1001_0111,
    24'b00110100_000_0001_0_1001_0111,
    24'b00110100_000_0010_0_0111_1001,
    24'b00110100_000_0011_0_0111_1001,
    24'b00110100_000_0100_0_0001_0101,
    24'b00110100_000_0101_0_0000_0000,
    24'b00110100_000_0110_0_0000_0000,
    24'b00110100_000_0111_0_0100_0010,
    24'b00110100_000_1000_0_0001_1001,
    24'b00110100_000_1001_0_0000_0001
};
localparam S_IDLE         = 4'b0000;
localparam S_START        = 4'b0001;
localparam S_START_BUFFER = 4'b1110;
localparam S_GAURD1       = 4'b0100;
localparam S_SEND         = 4'b0101;
localparam S_GUARD2       = 4'b0110;
localparam S_STOP         = 4'b0010;
localparam S_STOP_BUFFER  = 4'b1010;
localparam S_FINISH       = 4'b0011;
logic [data_bytes * 8 -1: 0] data_r, data_w;
logic [3:0] state_r, state_w;
logic [2:0] bits_cnt_r, bits_cnt_w;
logic [1:0] bytes_cnt_r, bytes_cnt_w;
logic [2:0] stop_cnt_r, stop_cnt_w;
logic finish_r, finish_w, oen_r, oen_w;
assign o_sclk = (state_r[2] || state_r == S_STOP_BUFFER || state_r == S_START_BUFFER)? (state_r[0]) : 1;
assign io_sdat = (state_r == S_IDLE)        ? 1:
                (state_r == S_START)       ? 0:
                (state_r == S_START_BUFFER)? 0:
                (state_r == S_STOP)        ? 0:
                (state_r == S_STOP_BUFFER) ? 0:
                (state_r == S_FINISH)      ? 1:
                (oen_r)                    ? 1'bz: 
                                             data_r[data_bytes * 8 -1];
assign o_finished = finish_r;
assign o_oen = oen_r;
always_comb begin
  state_w = state_r;
  data_w = data_r;
  finish_w = 0;
  oen_w = oen_r;
  case(state_r)
    S_IDLE: begin
      if(i_start) begin
        state_w = S_START;
        data_w = setup_data;
      end else begin
        state_w = state_r;
        data_w = data_r;
      end
      finish_w = 0;
      oen_w = 0;
    end
    S_START_BUFFER: begin 
      state_w = S_GAURD1;
      data_w = data_r;
      finish_w = finish_r;
      oen_w = oen_r;
    end
    S_START: begin 
      state_w = S_START_BUFFER;
      data_w = data_r;
      finish_w = 0;
      oen_w = 0;
    end
    S_GAURD1: begin
      state_w = S_SEND;
      data_w = data_r;
      finish_w = 0;
      oen_w = oen_r;
    end
    S_SEND: begin
      state_w = S_GUARD2;
      data_w = data_r;
      finish_w = 0;
      oen_w = oen_r;
    end
    S_GUARD2: begin
      if (bytes_cnt_r == 0 && oen_r) begin  
        state_w = S_STOP_BUFFER;
        data_w = data_r << 1;
        oen_w = 0;
      end else if (bytes_cnt_r > 0 && oen_r) begin  
        state_w = S_GAURD1;
        data_w = data_r << 1;
        oen_w = 0;
      end else if (bits_cnt_r == 0) begin  
        state_w = S_GAURD1;
        data_w = data_r;
        oen_w = 1;
      end else begin
        state_w = S_GAURD1;
        data_w = data_r << 1;
        oen_w = 0;
      end
      finish_w = 0;
    end
    S_STOP_BUFFER: begin
      state_w = S_STOP;
      data_w = data_r;
      finish_w = 0;
      oen_w = 0;
    end
    S_STOP: begin
      if(data_r == 0) begin
        state_w = S_FINISH;
        finish_w = 1;
      end else begin
        state_w = S_FINISH;
        finish_w = 0;
      end
      data_w = data_r;
    end
    S_FINISH: begin
      if(data_r != 0 && stop_cnt_r == 0)
        state_w = S_START;
      else
        state_w = state_r;
      data_w = data_r;
      finish_w = 0;
    end
  endcase
end
always @(*) begin
  if (state_r == S_STOP_BUFFER)
    stop_cnt_w = 3;
  else if (state_r == S_FINISH)
    stop_cnt_w = stop_cnt_r - 1;
  else
    stop_cnt_w = stop_cnt_r;
end
always @(*) begin 
  if (state_r == S_START)
    bytes_cnt_w = 2;
  else if (state_r == S_GUARD2 && oen_r)
    bytes_cnt_w = bytes_cnt_r - 1;
  else 
    bytes_cnt_w = bytes_cnt_r;
end
always @(*) begin 
  if (state_r == S_START)
    bits_cnt_w = 7;
  else if (state_r == S_GUARD2 && !oen_r)
    bits_cnt_w = bits_cnt_r - 1;
  else 
    bits_cnt_w = bits_cnt_r;
end
always_ff @(posedge i_clk or negedge i_rst_n) begin
	if(~i_rst_n) begin
		state_r <= S_IDLE;
		data_r <= setup_data;
    bytes_cnt_r <= 0;
    stop_cnt_r <= 0;
    bits_cnt_r <= 0;
		finish_r <= 0;
    oen_r <= 0;
	end else begin
		state_r <= state_w;
		data_r <= data_w;
    bytes_cnt_r <= bytes_cnt_w;
    stop_cnt_r <= stop_cnt_w;
    bits_cnt_r <= bits_cnt_w;
		finish_r <= finish_w;
    oen_r <= oen_w;
	end
end
endmodule
==> flow/run.sh <==
#!/bin/bash
# OpenROAD 26Q1-2900-gdf79404cd8, Yosys 0.63+post, stock flow scripts
make -C /OpenROAD-flow-scripts/flow DESIGN_CONFIG=/design/flow/config.mk WORK_HOME=/design/flow/orfs finish
==> flow/config.mk <==
export PLATFORM = sky130hd
export DESIGN_NAME = I2cInitializer
export DESIGN_NICKNAME = I2cInitializer
export VERILOG_FILES = /design/flow/design.v
export SDC_FILE = /design/flow/constraint.sdc
export NUM_CORES = 4
export LEC_CHECK = 1
export CORE_UTILIZATION = 50
==> flow/constraint.sdc <==
current_design I2cInitializer

set clk_period 14.7
set clk_io_pct 0.2

create_clock -name clk0 -period $clk_period [get_ports {i_clk}]

set non_clock_inputs [all_inputs -no_clocks]
set_input_delay [expr $clk_period * $clk_io_pct] -clock clk0 $non_clock_inputs
set_output_delay [expr $clk_period * $clk_io_pct] -clock clk0 [all_outputs]
==> flow_metrics.env <==
# flow metrics
export IMPL_status="completed"
export IMPL_critPathArrivalTime_ns=5.56
export IMPL_wl_per_cell_um=14.1
export IMPL_cts_path_max_buffers=3
export IMPL_hold_depth=2
export IMPL_maxSlewViolCount=0
export IMPL_synth_main_ff_cell="dfrtp_1"
export IMPL_critPathKind="input port to flop"
export IMPL_yosys_area_mm2=0.0109
export IMPL_vias=7861
export IMPL_core_mm2=0.0212
export IMPL_final_cells=1481
export IMPL_grt_ovfl_total=0
export IMPL_rows=53
export IMPL_async_reset_ff_share_pct=100
export IMPL_cts_root_buf="clkbuf_16"
export IMPL_yosysTopAreaCell="dfrtp_1"
export IMPL_adder_share_pct=0.572
export IMPL_top_logic_kind="simple AND/OR/NAND/NOR gates"
export IMPL_h_tree_depth=1
export IMPL_avgViaCountPerCell=5.31
export IMPL_muxShareOfSynthArea_pct=0.103
export IMPL_skew_ns=0.00827
export IMPL_clkTransAtPathRegs_ns=0.06
export IMPL_warnings=30
export IMPL_port_buffers=5
export IMPL_die_w_um=150
export IMPL_fin_crit_sh_pct=34.8
export IMPL_cts_hold_buf=0
export IMPL_finalSetupViolCount=0
export IMPL_synth_distinct_cells=41
export IMPL_synth_top_area_share_pct=41.2
export IMPL_chipArea_mm2=0.0225
export IMPL_yosys_warnings=2
export IMPL_grt_pass1_vias=7332
export IMPL_hold_viol=0
export IMPL_yosysSeqAreaShare_pct=59.0
export IMPL_avgSynthCellArea_um2=8.94
export IMPL_fmax_mhz=196
export IMPL_topCellsByArea="dfrtp_1 41%, dfstp_2 18%, nand2_1 14%"
export IMPL_numCtsBuffers=28
export IMPL_tns_ns=0
export IMPL_synthCells=1223
export IMPL_grtUsageTotal_pct=20.9
export IMPL_utilization_pct=56.0
export IMPL_rsz0062_at_grt="false"
export IMPL_mostFrequentLayoutCells="419 x nand2_1, 214 x o21ai_1, 180 x dfrtp_1, 82 x nor2_1, 74 x dfstp_2"
export IMPL_xor_share_pct=0.240
export IMPL_synthAoiAreaFrac_pct=12.6
export IMPL_edf_count=0
export IMPL_grt_max_degree=191
export IMPL_r2r_cells=6
export IMPL_drc=0
export IMPL_antenna_found_initial=0
export IMPL_crit_path_end_kind="flop"
export IMPL_grt_pass1_wl_um=36600
export IMPL_powerDensity_mw_per_mm2=118
export IMPL_dp_cells=1429
export IMPL_io_pins=7
export IMPL_drt_first_pass_iters=4
export IMPL_layout_top_cell="nand2_1"
export IMPL_hpwl_um=11800
export IMPL_post_cts_resized=0
export IMPL_fin_crit_ns=5.11
export IMPL_dieHeight_um=150
export IMPL_cts_setup_buffers=0
export IMPL_ys_cells=1223
export IMPL_clk_latency_ns=0.53
export IMPL_n_antenna_cell=0
export IMPL_cts_sinks=254
export IMPL_p_leak_nw=6.57
export IMPL_worst_slew_pin_slew_ns=0.791
export IMPL_slew_headroom_pct=47.3
export IMPL_cts_tree="yes"
export IMPL_cap_violations=0
export IMPL_gp_congestion=0.773
export IMPL_synth_flops=254
export IMPL_drive_gt1_share_pct=10.9
export IMPL_drtAntennaViolNets=0
export IMPL_required_ns=15.15
export IMPL_ys_sh_simple_pct=22.7
export IMPL_drt_iter0_markers=542
export IMPL_drt_total_wl_um=20900
export IMPL_ir_drop_uv=71.9
export IMPL_start_kind="input port"
export IMPL_synth_cell_area_mm2=0.0109
export IMPL_critPathMaxFanout=68
export IMPL_hold_class="flop to flop"
export IMPL_fp_util_pct=51.5
export IMPL_syn2layout_area_growth_pct=8.75
[cells in the mapped netlist (all sizes together), types with 5 or more instances]
| library cell | n |
|---|---|
| nand2 | 419 |
| o21ai | 246 |
| dfrtp | 180 |
| nor2 | 83 |
| dfstp | 74 |
| nor4 | 63 |
| buf | 56 |
| clkbuf | 28 |
| nand4 | 16 |
| a21oi | 10 |
| inv | 8 |
| ha | 5 |
[layout make-up]
class / count / area (um2)
Tap cell: 275 / 344
Fill cell: 1884 / 9330
Multi-Input combinational cell: 876 / 3980
Clock inverter: 7 / 88.8
Timing Repair Buffer: 15 / 155
Inverter: 9 / 33.8
Sequential cell: 254 / 6450
Clock buffer: 45 / 836
[worst paths after layout]
| path | startpoint | to | slack [ns] |
|---|---|---|---|
| worst max-delay path | i_start | data_r[177] | 9.59 |
| worst min-delay path | data_r[82] | data_r[83] | 0.47 |
| worst max register to register | state_r[0] | data_r[175] | 10.72 |
| worst min register to register | data_r[82] | data_r[83] | 0.47 |
| max in group asynchronous | i_rst_n | data_r[101] | 11.15 |
| min in group asynchronous | i_rst_n | data_r[53] | 2.36 |
[registers in the layout (all words and copies together), names as in the netlist]
register / count
bits_cnt_r: 3
stop_cnt_r: 3
state_r: 4
data_r: 240
bytes_cnt_r: 2
finish_r: 1
oen_r: 1
[metrics by stage]
| stage | hold WS (ns) | area (um2) | power [W] | worst slack (ns) |
|---|---|---|---|---|
| 2_1_floorplan | 0.450 | 10900 | 0.000713 | 10.70 |
| 3_3_place_gp | 0.459 | 11000 | 0.000728 | 8.99 |
| 3_5_place_dp | 0.463 | 11000 | 0.000728 | 8.99 |
| 4_1_cts | 0.470 | 11900 | 0.00143 | 9.53 |
| 5_1_grt | 0.489 | 11900 | 0.00146 | 9.26 |
| 6_report | 0.468 | 11900 | 0.00141 | 9.59 |
[cells by family after synthesis]
family                     count (synthesis)
and+or+nand+nor                          598
AOI/OAI and AO/OA                        269
DFF                                      254
buffers and inverters                     93
adders and majority gates                  5
xor gates and xnor gates                   3
muxes                                      1
[metal layers]
layer	vias up	part of all wire, %	track usage [%]
met1	3750	52	38.3
met3	27	3.0	2.67
li1	4012	-	-
met4	0	1.9	3.43
met2	72	43	28.7
met5	-	0	0
[critical path: stages]
cell and delay, ns:
clkdlybuf4s50_1 0.42, nand2b_1 0.15, or3_4 0.47, buf_4 0.57
buf_4 0.68, nand2_1 0.12, o21ai_0 0.16
[power breakdown]
group | total (W) | internal (W) | leakage [nW] | switching [W]
registers | 0.000701 | 0.000701 | 2.45 | 0.000000128
logic | 0.0000146 | 0.00000140 | 3.67 | 0.0000132
clock network | 0.000693 | 0.000422 | 0.454 | 0.000271
total | 0.00141 | 0.00112 | 6.57 | 0.000284
Power figures rest on the tool's default switching activity, not on a simulated workload.
